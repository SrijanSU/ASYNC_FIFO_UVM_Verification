### design/flow/config.mk
export PLATFORM = sky130hd
export DESIGN_NAME = FIFO
export DESIGN_NICKNAME = FIFO
export VERILOG_FILES = /design/flow/design.v
export SDC_FILE = /design/flow/constraint.sdc
export NUM_CORES = 4
export LEC_CHECK = 1
export CORE_UTILIZATION = 50
### design/flow/constraint.sdc
current_design FIFO

set clk_period 5.9
set clk_io_pct 0.2

create_clock -name clk0 -period $clk_period [get_ports {rclk}]
create_clock -name clk1 -period $clk_period [get_ports {wclk}]

set non_clock_inputs [all_inputs -no_clocks]
set_input_delay [expr $clk_period * $clk_io_pct] -clock clk0 $non_clock_inputs
set_output_delay [expr $clk_period * $clk_io_pct] -clock clk0 [all_outputs]
### design/flow/design.v
module FIFO #(parameter DSIZE = 8,
    parameter ASIZE = 4)(
    output [DSIZE-1:0] rdata,        
    output wfull,                    
    output rempty,                   
    input [DSIZE-1:0] wdata,         
    input winc, wclk, wrst_n,        
    input rinc, rclk, rrst_n         
    );
    wire [ASIZE-1:0] waddr, raddr;
    wire [ASIZE:0] wptr, rptr, wq2_rptr, rq2_wptr;
    two_ff_sync #(ASIZE+1) sync_r2w (        
        .q2(wq2_rptr), 
        .din(rptr),
        .clk(wclk), 
        .rst_n(wrst_n)
    );
    two_ff_sync #(ASIZE+1) sync_w2r (        
        .q2(rq2_wptr), 
        .din(wptr),
        .clk(rclk), 
        .rst_n(rrst_n)
    );
    FIFO_memory #(DSIZE, ASIZE) fifomem(     
        .rdata(rdata), 
        .wdata(wdata),
        .waddr(waddr), 
        .raddr(raddr),
        .wclk_en(winc), 
        .wfull(wfull),
        .wclk(wclk)
    );
    rptr_empty #(ASIZE) rptr_empty(          
        .rempty(rempty),
        .raddr(raddr),
        .rptr(rptr), 
        .rq2_wptr(rq2_wptr),
        .rinc(rinc), 
        .rclk(rclk),
        .rrst_n(rrst_n)
    );
    wptr_full #(ASIZE) wptr_full(            
        .wfull(wfull), 
        .waddr(waddr),
        .wptr(wptr), 
        .wq2_rptr(wq2_rptr),
        .winc(winc), 
        .wclk(wclk),
        .wrst_n(wrst_n)
    );
endmodule
module FIFO_memory #(parameter DATA_SIZE = 8,
    parameter ADDR_SIZE = 4)(
    output [DATA_SIZE-1:0] rdata,         
    input [DATA_SIZE-1:0] wdata,          
    input [ADDR_SIZE-1:0] waddr, raddr,   
    input wclk_en, wfull, wclk           
    );
    localparam DEPTH = 1<<ADDR_SIZE;      
    reg [DATA_SIZE-1:0] mem [0:DEPTH-1]; 
    assign rdata = mem[raddr];           
    always @(posedge wclk)
        if (wclk_en && !wfull) mem[waddr] <= wdata;  
endmodule
module rptr_empty #(parameter ADDR_SIZE = 4)(
    output reg rempty,                   
    output [ADDR_SIZE-1:0] raddr,        
    output reg [ADDR_SIZE :0] rptr,      
    input [ADDR_SIZE :0] rq2_wptr,       
    input rinc, rclk, rrst_n             
    );
    reg [ADDR_SIZE:0] rbin;                      
    wire [ADDR_SIZE:0] rgray_next, rbin_next;    
    wire rempty_val;                             
    always @(posedge rclk or negedge rrst_n) begin
        if (!rrst_n)                 
            {rbin, rptr} <= 0;
        else 
            {rbin, rptr} <= {rbin_next, rgray_next};   
    end
    assign raddr = rbin[ADDR_SIZE-1:0];                  
    assign rbin_next = rbin + (rinc & ~rempty);          
    assign rgray_next = (rbin_next>>1) ^ rbin_next;      
    assign rempty_val = (rgray_next == rq2_wptr);        
    always @(posedge rclk or negedge rrst_n) begin
        if (!rrst_n)                 
            rempty <= 1'b1;
        else 
            rempty <= rempty_val;   
    end
endmodule
module two_ff_sync #(parameter SIZE = 4)( 
    output reg [SIZE-1:0] q2,    
    input [SIZE-1:0] din,        
    input clk, rst_n             
    );
    reg [SIZE-1:0] q1;  
    always @(posedge clk or negedge rst_n) begin
        if (!rst_n) 
            {q2, q1} <= 0;           
        else 
            {q2, q1} <= {q1, din};   
    end 
endmodule
module wptr_full #(parameter ADDR_SIZE = 4)(
    output reg wfull,                    
    output [ADDR_SIZE-1:0] waddr,        
    output reg [ADDR_SIZE :0] wptr,      
    input [ADDR_SIZE :0] wq2_rptr,       
    input winc, wclk, wrst_n             
    );
    reg [ADDR_SIZE:0] wbin;                      
    wire [ADDR_SIZE:0] wgray_next, wbin_next;    
    wire wfull_val;                              
    always @(posedge wclk or negedge wrst_n) begin
        if (!wrst_n)             
            {wbin, wptr} <= 0;
        else 
            {wbin, wptr} <= {wbin_next, wgray_next};  
    end
    assign waddr = wbin[ADDR_SIZE-1:0];              
    assign wbin_next = wbin + (winc & ~wfull);        
    assign wgray_next = (wbin_next>>1) ^ wbin_next;     
    assign wfull_val = (wgray_next=={~wq2_rptr[ADDR_SIZE:ADDR_SIZE-1], wq2_rptr[ADDR_SIZE-2:0]});
    always @(posedge wclk or negedge wrst_n) begin
        if (!wrst_n)             
            wfull <= 1'b0;
        else 
            wfull <= wfull_val;  
    end
endmodule
### design/flow/run.sh
#!/bin/bash
# OpenROAD 26Q1-2900-gdf79404cd8, Yosys 0.63+post, stock flow scripts
make -C /OpenROAD-flow-scripts/flow DESIGN_CONFIG=/design/flow/config.mk WORK_HOME=/design/flow/orfs finish
==> Changelog: implementation <==
## Flow update

* Mean post-synth cell area at roughly 20 um^2
* Worst Tran Pin Value at 819.4 ps
* Power density cells at 540.9 nW/um^2
* Slew HR at about 45%
* Drt wl/cell at 22.21 um
* Run status: finished clean
* IO buf count at 22
* Min-delay worst type: reg -> reg
* Iter 0 DRT Violations at around 230
* Post-CTS Setup Bufs at 0
* IO Pins at 24
* Utilization after layout at between 60% and 70%
* Cell Type Count at 28
* Fill count at around 860
* Overall power at 4.115 mW
* Syn Std Cell Area at ~6400 um^2
* HPWL Detailed at about 7400 um
* Die Size at between 10000 and 15000 um^2
* Worst-path clk slew at roughly 60 ps
* Global-route usage over all layers at a little under a quarter
* Crit. End Element: primary output
* Setup WS pre-CTS at around 2100 ps
* FP Util at between 50 and 60%
* Log Warnings at 26
* Remaining DRCs at 0
* Largest net degree at the start of global routing at 36
* Setup TNS at 0 ps
* Leakage power at 2.686 nW
* GP Congestion at 0.7707
* Resized cells post-CTS at 0
* CTS Sinks at around 170
* Max FO, Critical Path at 17
* FP Rows at approximately 40
* Die W at 114.8 um
* Yosys reg bits at between 150 and 200
* Drt pass-1 iters at 4
* N_diodes at 0
* Final setup vio count at 0
* Max Slew Vio Count at 0
* CP max stage delay at between 700 and 800 ps
* WP data required at approximately 4700 ps
* DRT Wirelength at around 12000 um
* Die height at roughly 110 um
* Non-filler instance count after layout at roughly 550
* First-pass GRT wire length at 19130 um
* Area reported by Yosys stat at about 6400 um^2
* Ys cells at 322
* Kind of critical path: reg -> out
* Critical Path AT at between 2000 and 3000 ps
* Slowest library cell on the worst path: dfrtp_2
* # placed instances at around 520
* Ys Warns at 4
* Unrepaired setup endpoints after global routing: no
* Area growth from synthesis to layout at 19.61%
* Fin Clk Skew at 9.517 ps
* VDD IR max at ~0.37 mV
* Hold Vio Cnt, Final at 0
* Startpoint types: register
* Main synth FF type: edfxtp_1
* Critical path cell sequence: buf_4, mux4_2, a22oi_1, nand2_1, clkdlybuf4s50_1
* Max_cap viols at 0
* Vias per cell at approximately 5.6
* Final worst setup slack at around 1800 ps
* Share of cells above drive strength 1 at 23.90%
* Post-synthesis sequential area ratio at between 70% and 80%
* Post-synth EDFFs at 128
* Core box area at approximately 12000 um^2
* Vias in the first global route at 3377
* Initial antenna violation count at 0
* CTS Hold Buffers Added at 0
* Final ANT Viol Nets at 0
* Synth Instances at 322
* Via count at between 3000 and 4000
* Total grt overflow at 0
* FFs w/ async S/R, synth at approximately a quarter
* CTS tree: done
[stage by stage]
stage,area (um^2),hold WS (ps)
global placement,6875,333.0
CTS,7609,175.6
detailed placement,6875,334.7
finish,7609,182.5
floorplan,6361,331.2
global route,7609,188.4
[worst paths after layout]
| path | startpoint | endpoint | slack, ps | cells after the start |
|---|---|---|---|---|
| max in group clk1 | winc | wptr_full.wfull$_DFF_PN0_ | 2910 | 9 |
| min in group asynchronous | wrst_n | sync_r2w.q2[0]$_DFF_PN0_ | 1090 | 2 |
| hold / removal | rptr_empty.rptr[0]$_DFF_PN0_ | sync_r2w.q1[0]$_DFF_PN0_ | 180 | 0 |
| setup reg to reg | rptr_empty.rbin[0]$_DFF_PN0_ | rptr_empty.rempty$_DFF_PN1_ | 3000 | 7 |
| min in group clk0 | sync_w2r.q1[3]$_DFF_PN0_ | sync_w2r.q2[3]$_DFF_PN0_ | 350 | 0 |
| setup / recovery | rptr_empty.rbin[0]$_DFF_PN0_ | rdata[6] | 1810 | 5 |
| max in group asynchronous | rrst_n | rptr_empty.rempty$_DFF_PN1_ | 4380 | 2 |
| hold reg to reg | rptr_empty.rptr[0]$_DFF_PN0_ | sync_r2w.q1[0]$_DFF_PN0_ | 180 | 0 |
[routing by layer]
layer | share of wire, % | track usage, % | wire (um)
met2 | 47 | 33.33 | 5785
met3 | 12 | 13.57 | 1478
met4 | 1.8 | 2.857 | 216
met1 | 39 | 34.58 | 4803
met5 | 0 | 0 | 0
[critical path, delay by kind of cell, from the launching register on]
family / cells / cell delay, ps
buffers and inverters: 2 / 870
AND/OR/NAND/NOR: 1 / 100
flip-flops: 1 / 750
AND-OR/OR-AND: 1 / 380
multiplexers: 1 / 540
[cells in the final DEF (no fill, tap or decap), drive strengths merged, types with 2 or more instances in the layout]
master,instances
edfxtp,128
dfrtp,39
mux4,32
clkdlybuf4s50,22
clkbuf,20
buf,20
a22oi,16
nor2,15
xor2,13
nand2,13
xnor2,10
inv,9
nand3,8
or3,5
bufinv,5
nor3,4
ha,4
clkinvlp,4
clkinv,4
nand2b,3
nor2b,2
a221oi,2
[power by group]
group	switching, mW	leakage (nW)	internal, mW
Sequential	0.144	1.63	1.52
Combinational	0.557	0.710	0.580
Clock	0.471	0.349	0.844
[cells in the mapped netlist (5+ instances only)]
library cell	number	share of area, %
mux4_2	32	11
nor2_1	15	0.89
or3_1	5	0.49
a22oi_1	16	1.9
nand2_1	13	0.77
xor2_1	13	1.8
buf_2	9	0.71
nand3_1	8	0.63
clkbuf_1	5	0.30
inv_1	6	0.35
xnor2_1	9	1.2
dfrtp_1	39	15
edfxtp_1	128	60
[cell families after synthesis]
group | synth area share [%]
buf+inv | 1.416
simple gates | 3.895
compound gates | 2.380
fa+ha+maj | 0.7868
xor+xnor | 4.013
flops | 76.18
mux | 11.33
[area by class of cell]
cell class	instances	area, um^2	area share [%]
Sequential cell	168	4847	63.71
Multi-Input combinational cell	133	1425	18.73
Clock buffer	20	500.5	6.578
Timing Repair Buffer	42	370.4	4.868
Clock inverter	16	232.7	3.059
Tap cell	168	210.2	2.763
Inverter	6	22.52	0.2960
[flip-flops by register name, summed over array words and instances, names as in the netlist, 5 cells and up]
| register | count |
|---|---|
| fifomem.mem | 128 |
| rptr_empty.rptr | 5 |
| sync_r2w.q1 | 5 |
| sync_r2w.q2 | 5 |
| sync_w2r.q1 | 5 |
| sync_w2r.q2 | 5 |
| wptr_full.wptr | 5 |
Power figures rest on the tool's default switching activity, not on a simulated workload.
